--- flow/config.mk ---
export PLATFORM = sky130hd
export DESIGN_NAME = Mux8in16bits
export DESIGN_NICKNAME = Mux8in16bits
export VERILOG_FILES = /design/flow/design.v
export SDC_FILE = /design/flow/constraint.sdc
export NUM_CORES = 4
export LEC_CHECK = 1
export CORE_AREA = 10 10 89 89
export DIE_AREA = 0 0 99 99
export SYNTH_HDL_FRONTEND = slang
--- flow/constraint.sdc ---
current_design Mux8in16bits

set clk_period 4.5
set clk_io_pct 0.2

create_clock -name clk0 -period $clk_period

set non_clock_inputs [all_inputs -no_clocks]
set_input_delay [expr $clk_period * $clk_io_pct] -clock clk0 $non_clock_inputs
set_output_delay [expr $clk_period * $clk_io_pct] -clock clk0 [all_outputs]
--- flow/design.v ---
module Mux8in16bits(
    input wire [15:0]a, 
    input wire [15:0]b,
    input wire [15:0]c,
    input wire [15:0]d,
    input wire [15:0]e,
    input wire [15:0]f,
    input wire [15:0]g,
    input wire [15:0]h,
    input wire [2:0]select,
    output wire [15:0]r
);
assign r = (select == 3'b000) ? a :
           (select == 3'b001) ? b :
           (select == 3'b010) ? c :
           (select == 3'b011) ? d :
           (select == 3'b100) ? e :
           (select == 3'b101) ? f :
           (select == 3'b110) ? g :
                                h;
endmodule
--- flow/run.sh ---
#!/bin/bash
# OpenROAD 26Q1-2900-gdf79404cd8, Yosys 0.63+post, stock flow scripts
make -C /OpenROAD-flow-scripts/flow DESIGN_CONFIG=/design/flow/config.mk WORK_HOME=/design/flow/orfs finish
==> results.toml <==
# implementation run metrics
[outcome]
status = "complete, no violations"

[logic_synthesis]
synth.distinct_cells = 29
yosysCellCount = 117
netlist.top_cell.by_area = "mux4_1"
netlist_instances = 117
chip_area_yosys_um2 = 1090
yosys-top-cells-area = "mux4_1 22%, mux2_2 18%, mux4_2 12%"
yosysWarningCount = 0
synth_area_um2 = 1090
post_synth.cell_area_avg_um2 = 9.314
top_cell_area_share_pct = 21.70
ys_seq_share_pct = 0

[timing]
maxSlewViolCount = 0
slew-limit-headroom_pct = 58.55
fmaxAchievable_mhz = 267.3
setup_tns_ns = 0
min_period_ns = 3.741
finalSetupViolations = 0
finalCritPeriodShare_pct = 83.14
tightestPinTransition_ns = 0.6218
timing_hold_violations_final = 0
grt_setup_unrepaired = "false"

[routing]
antenna-diode-count = 0
drt_pre_antenna_iters = 4
ant_nets = 0
via_count = 1527
route.detailed.vias_per_inst = 4.599
remaining_drc_errors = 0
drt_wl_total_um = 5955
first_iter_violations = 39
wire_per_inst_um = 17.94

[place]
hpwl_reported_at_the_end_of_detailed_placement_um = 5300
portBuffers = 147
dpl-instance-area_um2 = 2608
place.detailed.instances = 332
final_gp_congestion = 0.8348

[floorplanning]
design.core.area_um2 = 5991
core_util_floorplan_pct = 18.19
die_x_um = 99
dieArea_um2 = 9801
core.rowCount = 28
floorplan.io_pins = 147
die.size.y_um = 99

[power_and_ir_drop]
max-vdd-ir-drop_uv = 45.15
power.density_cell_area_nw_per_um2 = 92.89
leakage_nw = 0.9711
total_switching_power_uw = 62.11
p_int_uw = 180.1
power_share_of_the_clock_group_pct = 0
p_sw_share_pct = 25.64
seq_power_share_pct = 0
power_frac_comb_pct = 100.0

[grt]
largest_net_degree_at_the_start_of_global_routing = 29
grt_first_pass_wirelength_um = 9232
grt_pass1_vias = 1780
grt_antenna_before_repair = 0
globalRouteTotalUtil_pct = 11.69
global_route.overflow_total = 0

[clocking]
postCtsSetupRepairBufs = 0
hold_buffers = 0
cts_repair_resize_count = 0

[final_layout]
layout_top_cell_excl_fill_tap = "clkdlybuf4s50_1"
layout.clock_buffers = 0
seq_area_um2 = 0
final_cell_area_um2 = 2608
post_route_cells_drive_above_1_share_pct = 12.06
layout_top_cells = "146 x clkdlybuf4s50_1, 17 x mux2_2, 12 x nor2_1"
layoutNonFillerInstCount = 332
final_util_pct = 43.53
area_added_between_synthesis_and_finish_pct = 139.3
sequential_cell_total = 0
fill_cells = 584

[job]
warning_count = 32
total_of_max_cap_violations = 0

[min_path]
min_path_type = "in2out"

[worst_setup_path]
cp.arrival_ns = 2.84
setup.worst_path.class = "in2out"
crit_required_ns = 3.60
setup.worst_path.start_class = "input pin"
worst_setup_path_end_kind = "output port"
path_max_fanout = 28
-- cell usage after synthesis --
library cell	number
buf_1	1
mux4_1	9
o22a_1	3
buf_4	3
o311ai_0	1
and2_1	1
nand2_1	10
o22ai_1	6
a31oi_1	8
inv_1	2
nor2_1	12
and2b_1	1
o21ai_0	3
a22oi_1	3
nand3_1	2
buf_6	1
a22o_1	3
nor2b_1	1
buf_2	3
a21oi_1	1
buf_12	1
or2_2	1
o221ai_1	4
mux4_2	6
a21o_1	4
mux2_2	17
mux2i_1	3
a221oi_1	3
clkbuf_1	4
-- final cells by class --
| cell class | count | area [um^2] | share of cell area (%) |
|---|---|---|---|
| Timing Repair Buffer | 153 | 1511 | 57.97 |
| Multi-Input combinational cell | 102 | 994.7 | 38.15 |
| Tap cell | 75 | 93.84 | 3.599 |
| Inverter | 2 | 7.507 | 0.2879 |
-- metal layers --
metal,part of all wire [%],global-route usage (%),wire length [um]
met1,37,12.81,2177
met2,50,20.79,2985
met3,13,5.638,750
met4,0.71,0.7718,42
met5,0,0,0
-- worst paths after layout --
check | slack (ns) | cells past startpoint | startpoint | endpoint
max | 0.76 | 6 | select[0] | r[9]
min | 2.74 | 4 | f[0] | r[0]
-- per-stage QoR --
stage               worst slack [ns]  power [mW]  hold WS [ns]
global route                  0.5744      0.2649         2.766
global placement              0.7268      0.2455         2.742
floorplan                      1.680     0.08455         1.883
finish                        0.7588      0.2422         2.739
CTS                           0.7172      0.2473         2.741
detailed placement            0.7136      0.2456         2.734
-- cell families (layout without fill, tap and decap cells) --
| family | count (synthesis) | after routing | synth area share, % |
|---|---|---|---|
| AOI/OAI and AO/OA | 39 | 39 | 25.95 |
| buffers and inverters | 15 | 155 | 8.725 |
| muxes | 35 | 35 | 54.42 |
| and+or+nand+nor | 28 | 28 | 10.91 |
-- power groups by stage --
stage	Clock (mW)	Sequential, mW	Combinational (mW)
CTS	0	0	0.247
global route	0	0	0.265
finish	0	0	0.242
-- worst max-delay path: stages --
cell and delay (ns):
buf_2 0.49, buf_4 0.30, mux4_2 0.51, nor2_1 0.10, a31oi_1 0.06, clkdlybuf4s50_1 0.46
Power figures rest on the tool's default switching activity, not on a simulated workload.

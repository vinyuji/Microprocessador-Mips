## ./design.v

```verilog
module Mux2in16bits(
    input wire [15:0]a, 
    input wire [15:0]b,
    input wire select,
    output wire [15:0]r
);
assign r = select ? a : b;
endmodule
```

## ./run.sh

```bash
#!/bin/bash
# OpenROAD 26Q1-2900-gdf79404cd8, Yosys 0.63+post, stock flow scripts
make -C /OpenROAD-flow-scripts/flow DESIGN_CONFIG=/design/flow/config.mk WORK_HOME=/design/flow/orfs finish
```

## ./config.mk

```make
export PLATFORM = sky130hd
export DESIGN_NAME = Mux2in16bits
export DESIGN_NICKNAME = Mux2in16bits
export VERILOG_FILES = /design/flow/design.v
export SDC_FILE = /design/flow/constraint.sdc
export NUM_CORES = 4
export LEC_CHECK = 1
export CORE_AREA = 10 10 70 70
export DIE_AREA = 0 0 80 80
export SYNTH_HDL_FRONTEND = slang
```

## ./constraint.sdc

```tcl
current_design Mux2in16bits

set clk_period 1.0
set clk_io_pct 0.2

create_clock -name clk0 -period $clk_period

set non_clock_inputs [all_inputs -no_clocks]
set_input_delay [expr $clk_period * $clk_io_pct] -clock clk0 $non_clock_inputs
set_output_delay [expr $clk_period * $clk_io_pct] -clock clk0 [all_outputs]
```

==> flow_summary.yaml <==
# generated from flow reports
cells_and_area:
  drive_above_1_share: 0.522
  regArea_um2: 0
  design_area_um2: 801
  final_common_cell: "dlygate4sd2_1"
  area_growth_pct: 222
  nClkBuffers: 0
  finish.utilization: 0.234
  flops: 0
  final_cell_mix: "32 x dlygate4sd2_1, 16 x mux2_4, 12 x buf_6"
  instances_no_fill: 113
detailed_routing:
  antenna_left: 0
  drt-pass1-iter-count: 1
  wirelength_um: 1380
  drt_iter0_markers: 0
  via_count: 357
  wl_per_cell_um: 12.2
  drc: 0
  avgViaCountPerCell: 3.16
  antenna_cells: 0
power_and_ir_drop:
  p_per_area_nw_per_um2: 380
  power.leakage_nw: 0.420
  peakVddDrop_v: 0.000151
  finalPower_mw: 0.304
critical_path:
  crit_required_ns: 0.80
  crit_fanout: 8
  criticalPathCategory: "input pin to output port"
  cp_data_arrival_time_ns: 0.86
  cp-start-kind: "input pin"
  endpoint_kind: "output port"
die:
  die_h_um: 80
  io_pins: 49
  die_x_um: 80
  rows: 21
  chipArea_um2: 6400
  fp_util: 0.0729
  coreArea_um2: 3420
timing:
  setup_slack_ns: -0.0551
  layout_min_cycle_time_ns: 1.06
  hold_violations: 0
  tns_ns: -0.794
  tightestPinTransition_ns: 0.0715
  slew_viol_final: 0
  finalSetupViolCount: 16
  rsz0062_at_grt: "yes"
  finalClockPeriodUsage: 1.06
  fin_hold_ws_ns: 0.795
  max_freq_mhz: 948
  relSlewSlack: 0.952
grt:
  grt_pass1_wl_um: 2020
  overflow: 0
  grt_use_total: 0.0390
  grt_max_degree: 9
  grt_pass1_vias: 421
  antenna_found_initial: 0
worst_hold_path:
  min_path_type: "input pin to output port"
  hold-path-cell-count: 3
  hold_start: "a[13]"
  min_to: "r[13]"
placed_design:
  place.gp.congestion: 0.823
  dp.cells: 112
  place_ws_ns: -0.846
  hpwl_um: 1190
  port_buffers: 49
  dpl_cell_area_um2: 786
job:
  openroad.warnings: 34
  cap_violations: 0
synth:
  ys_types: 4
  ys_seq_frac: 0
  ys_cells: 18
  ys_warn_count: 0
  postSynthAreaPerCell_um2: 13.8
  syn-cell-area_um2: 249
  ys_area_um2: 249
  syn_inst: 18
status:
  outcome: "complete, but fails checks"
  violations: "setup timing"
cts:
  postCtsHoldBufs: 0
  postCtsSetupBuffers: 0
worst max path at each step:
stage          start   end  slack, ns
CTS           select  r[1]      -0.06
global route  select  r[1]      -0.07
finish        select  r[1]      -0.06
Yosys cell counts:
cell type   n  area share
buf_12      1       0.080
buf_6       1       0.045
mux2_2      6        0.27
mux2_4     10        0.60
routing by layer:
metal	up-vias	routed length (um)	GRT usage
met5	-	0	0
li1	168	-	-
met1	140	668	0.0560
met3	0	393	0.0398
met2	49	316	0.0393
met4	0	0	0
kinds of logic after synthesis:
logic type | count (synthesis) | synth area share
buffers and inverters | 2 | 0.126
multiplexers | 16 | 0.874
repair_timing:
action                                  in CTS  in global routing
endpoints found under the setup margin      16                 16
gates cloned                                 1                  0
gates resized                              101                  7
pin swaps                                    0                  0
where the power goes:
part | internal (mW) | switching (mW) | leakage, nW
combinational | 0.237 | 0.0673 | 0.420
sequential | 0 | 0 | 0
clock | 0 | 0 | 0
critical path: stages:
cell and delay [ns]:
buf_12 0.11, buf_12 0.14, mux2_4 0.30, buf_6 0.11
area by class of cell:
cell class / count / area (um^2)
timing repair buffer: 51 / 503
multi-input combinational: 16 / 240
tap: 46 / 57.6
fill: 387 / 2620
Power and IR drop assume default switching activity.
